==> design/flow/design.v <==
`timescale 1ns / 1ps
module Verilog6(
	input master_clock,  
	output video_latch,  
	output video_visible,
	output write_enable,  
	output [15:0] address,  
	output high_addr,
	output [7:0] data,  
	output reg hsync,  
	output reg vsync,  
	input serial_clock,  
	input serial_data,  
	output serial_latch  
);
reg half_clock;  
reg quarter_clock;  
reg eighth_clock;  
reg [16:0] video_addr;
reg hblank;
reg vblank;
reg [23:0] shift_value;
reg shift_ready;
reg shift_clear; 
assign high_addr = 1'bz;
assign address[5:0] = (eighth_clock && shift_ready) ? shift_value[13:8] : video_addr[5:0];
assign address[8:6] = (eighth_clock && shift_ready) ? 3'b000 : video_addr[10:8];
assign address[15:9] = (eighth_clock && shift_ready) ? shift_value[20:14] : video_addr[16:11];
assign data[7:0] = (eighth_clock && shift_ready && shift_value[22]) ? shift_value[7:0] : 8'bzzzzzzzz;
assign write_enable = ( quarter_clock && eighth_clock && shift_ready && shift_value[22]) ? 1'b0 : 1'b1;
assign video_latch = (half_clock && quarter_clock && ~eighth_clock) ? 1'b0 : 1'b1;
assign video_visible = (hblank && vblank) ? 1'b1 : 1'b0;
assign serial_latch = ( quarter_clock && eighth_clock && shift_ready && ~shift_value[22]) ? 1'b0 : 1'b1;
always @(posedge master_clock) begin
	if (half_clock) begin
		if (quarter_clock) begin
			if (eighth_clock) begin
				if (shift_ready) begin
					shift_ready <= 1'b0;
					shift_clear <= 1'b1;
				end
				if (shift_value[23]) begin
					if (~shift_clear) begin
						shift_ready <= 1'b1;
					end
				end
				else begin
					shift_clear <= 1'b0;
				end
				if (video_addr[6:0] == 7'b1100010) begin
					if (video_addr[7]) begin
						if (video_addr[16:8] == 9'b100000110) begin
							video_addr[16:8] <= 9'b000000000;
						end
						else begin
							video_addr[16:8] <= video_addr[16:8] + 1;
						end
					end
					video_addr[7] <= ~video_addr[7];
					video_addr[6:0] <= 7'b000000;						
				end
				else begin
					video_addr[6:0] <= video_addr[6:0] + 1;
				end
			end
			else begin
				if (video_addr[6:0] == 7'b1000000) begin
					hblank <= 1'b0;
				end
				if (video_addr[6:0] == 7'b1001010) begin  
					hsync <= 1'b0;
				end
				if (video_addr[6:0] == 7'b1010110) begin  
					hsync <= 1'b1;
				end
				if (video_addr[6:0] == 7'b0000000) begin
					hblank <= 1'b1;
				end
				if (video_addr[6:0] == 7'b1100010) begin
					if (video_addr[7]) begin
						if (video_addr[16:8] == 9'b011101111) begin
							vblank <= 1'b0;
						end
						if (video_addr[16:8] == 9'b011110101) begin
							vsync <= 1'b0;
						end
						if (video_addr[16:8] == 9'b011110110) begin
							vsync <= 1'b1;
						end
						if (video_addr[16:8] == 9'b100000110) begin
							vblank <= 1'b1;
						end
					end
				end
			end
			eighth_clock <= ~eighth_clock;
		end
		quarter_clock <= ~quarter_clock;
	end
	half_clock <= ~half_clock;
end
always @(posedge serial_clock) begin
	if (shift_value[23] && shift_clear) begin
		shift_value[23:0] <= 24'b000000000000000000000000;
	end
	else begin
		shift_value[23:1] <= shift_value[22:0];
		shift_value[0] <= serial_data;
	end
end
endmodule
==> design/flow/run.sh <==
#!/bin/bash
# OpenROAD 26Q1-2900-gdf79404cd8, Yosys 0.63+post, stock flow scripts
make -C /OpenROAD-flow-scripts/flow DESIGN_CONFIG=/design/flow/config.mk WORK_HOME=/design/flow/orfs finish
==> design/flow/config.mk <==
export PLATFORM = sky130hd
export DESIGN_NAME = Verilog6
export DESIGN_NICKNAME = Verilog6
export VERILOG_FILES = /design/flow/design.v
export SDC_FILE = /design/flow/constraint.sdc
export NUM_CORES = 4
export LEC_CHECK = 1
export CORE_UTILIZATION = 30
==> design/flow/constraint.sdc <==
current_design Verilog6

set clk_period 4.1
set clk_io_pct 0.2

create_clock -name clk0 -period $clk_period [get_ports {master_clock}]
create_clock -name clk1 -period $clk_period [get_ports {serial_clock}]

set non_clock_inputs [all_inputs -no_clocks]
set_input_delay [expr $clk_period * $clk_io_pct] -clock clk0 $non_clock_inputs
set_output_delay [expr $clk_period * $clk_io_pct] -clock clk0 [all_outputs]
==> flow_summary.yaml <==
# yosys + openroad results
status:
  outcome: "finished, final reports clean"
route:
  drt_wl_total_um: 3820
  drc_errors: 0
  met3_length_um: 182
  drt_first_pass_iters: 4
  drtIter0Drc: 46
  route.top_layer_used: "met4"
  antenna_left: 0
  wl_per_cell_um: 12.0
  wl_met2_um: 1740
  antenna_cells: 0
  vias: 1392
  viasPerCell: 4.35
  met1_length_um: 1850
die:
  core_area_um2: 7250
  dieArea_um2: 7890
  num_rows: 31
  initCoreUtil_pct: 31.2
  die_w_um: 88.8
  die_h_um: 88.8
  io_pins: 34
final_timing:
  rsz0062_at_grt: "no"
  maxSlewHeadroom_pct: 60.8
  setup_viol: 0
  slew_viol_final: 0
  fin_skew_ns: 0.00555
  totalNegativeSetupSlack_ns: 0
  report.final.hold_viol_count: 0
  worst_pin_slew_ns: 0.586
clock_network:
  cts.sinks: 50
  postCtsSetupBuffers: 0
  ctsHoldBuffers: 0
  cts_resized: 0
  clk_pin_slew_ns: 0.09
  cts_tree: "built"
final_layout:
  area_delta_synth_final_pct: 18.3
  stdcell_area_um2: 2680
  final_cell_mix: "clkdlybuf4s50_1, and2_1, edfxtp_1, dfxtp_1, nor2_1"
  drive_above_1_share_pct: 12.7
  layout_top_cell: "clkdlybuf4s50_1"
  final_util_pct: 36.9
  instances_no_fill: 320
pwr:
  total_power_w: 0.000855
  powerDensity_nw_per_um2: 320
  irDropWorstVdd_uv: 174
  leakage_nw: 1.03
hold_path:
  hold_class: "flip-flop to flip-flop"
global_routing:
  grt_pass1_vias: 1269
  antenna_found_initial: 0
  grt_use_total_pct: 10.4
  grt_max_degree: 25
  grt_pass1_wl_um: 6040
  grt-ovfl-total: 0
synthesis:
  edf_count: 25
  synth_flops: 50
  avgSynthCellArea_um2: 11.4
  syn_area_um2: 2260
  syn_inst: 198
  ys_seq_share_pct: 55.3
  synthFlopType: "edfxtp_1"
  yosys-stat-area_um2: 2260
  synthArstFlopShare_pct: 0
  ys_types: 35
  ys_cells: 198
  yosysWarnings: 3
critical_path:
  arrival_ns: 1.99
  required_ns: 3.28
  criticalPathCategory: "flip-flop to primary output"
  r2r_slack_ns: 2.04
  cp_max_fo: 14
  critPathCaptureType: "primary output"
  cp-start-kind: "flip-flop"
placement:
  dp_cells: 312
  post-dp-hpwl_um: 2790
  port_buffers: 31
  gp_congestion: 0.794
  placed_area_um2: 2570
run:
  warnings: 30
  drv_cap: 0
-- stage by stage --
| step | setup WS (ns) | hold slack, ns |
|---|---|---|
| 3_3_place_gp | 1.61 | 0.410 |
| 3_5_place_dp | 1.57 | 0.414 |
| 2_1_floorplan | 2.14 | 0.395 |
| 5_1_grt | 1.18 | 0.467 |
| 4_1_cts | 1.27 | 0.440 |
| 6_report | 1.29 | 0.438 |
-- critical path, stage by stage (launching register included) --
cell and delay, ns:
edfxtp_1 0.47, nand2_1 0.44, mux2_2 0.40, clkdlybuf4s50_1 0.41
-- logic make-up after synthesis --
group	Yosys count	share of synthesized area, %
AND-OR/OR-AND	5	1.22
XOR/XNOR	11	4.26
adder cells (fa/ha/maj)	6	3.32
buffers and inverters	27	7.36
flip-flops	50	55.3
multiplexers	12	5.97
other	1	0.166
AND/OR/NAND/NOR	86	22.4
-- synth_stat cells, types with 3 or more instances --
cell type / instances / share of area (%)
ha_1: 6 / 3.3
xor2_1: 4 / 1.5
dfxtp_1: 25 / 22
and2_1: 26 / 7.2
nor2_1: 18 / 3.0
nand2_1: 10 / 1.7
a21oi_1: 3 / 0.66
nor4_1: 3 / 0.83
inv_1: 10 / 1.7
xnor2_1: 7 / 2.7
mux2_2: 12 / 6.0
nand3_1: 5 / 1.1
buf_6: 3 / 1.5
buf_4: 11 / 3.7
edfxtp_1: 25 / 33
nand4_1: 5 / 1.4
-- power by group --
part           leakage, nW  internal, W  switching, W   total, W
sequential           0.491     0.000532    0.00000597   0.000538
clock               0.0515     0.000155      0.000145   0.000300
combinational        0.485    0.0000130    0.00000401  0.0000170
-- final timing paths --
path | endpoint | cells past startpoint | startpoint
max reg2reg | video_addr[16]$_SDFFCE_PN0P_ | 5 | video_addr[0]$_SDFFCE_PN0P_
max in group clk1 | shift_value[0]$_SDFF_PP0_ | 2 | serial_data
max | address[5] | 3 | shift_ready$_SDFFCE_PN0P_
min in group clk1 | shift_value[22]$_SDFF_PP0_ | 1 | shift_value[21]$_SDFF_PP0_
min reg2reg | half_clock$_DFF_P_ | 1 | half_clock$_DFF_P_
min | half_clock$_DFF_P_ | 1 | half_clock$_DFF_P_
-- layer usage --
metal	vias up	track usage (%)
li1	699	-
met1	660	16.4
met2	29	15.5
met3	4	2.08
met4	0	2.20
met5	-	0
-- cell type report --
type / count / area (µm²)
multi-input cells: 121 / 845
inverters: 10 / 37.5
flip-flops and latches: 50 / 1250
repair buffers: 32 / 318
well taps: 99 / 124
clock buffers: 8 / 100
fillers: 738 / 4580
-- registers in the layout (all words and copies together), names as in the netlist --
signal         flops
vsync              1
shift_ready        1
video_addr        17
shift_value       24
vblank             1
shift_clear        1
eighth_clock       1
quarter_clock      1
hsync              1
hblank             1
half_clock         1
No activity file was given, so power comes from the tool's default toggle rates.
